<file path="/design/flow/run.sh">
#!/bin/bash
# OpenROAD 26Q1-2900-gdf79404cd8, Yosys 0.63+post, stock flow scripts
make -C /OpenROAD-flow-scripts/flow DESIGN_CONFIG=/design/flow/config.mk WORK_HOME=/design/flow/orfs finish
</file>
<file path="/design/flow/config.mk">
export PLATFORM = sky130hd
export DESIGN_NAME = register_file
export DESIGN_NICKNAME = register_file
export VERILOG_FILES = /design/flow/design.v
export SDC_FILE = /design/flow/constraint.sdc
export NUM_CORES = 4
export LEC_CHECK = 1
export CORE_UTILIZATION = 30
</file>
<file path="/design/flow/constraint.sdc">
current_design register_file

set clk_period 9.3
set clk_io_pct 0.2

create_clock -name clk0 -period $clk_period [get_ports {clk}]

set non_clock_inputs [all_inputs -no_clocks]
set_input_delay [expr $clk_period * $clk_io_pct] -clock clk0 $non_clock_inputs
set_output_delay [expr $clk_period * $clk_io_pct] -clock clk0 [all_outputs]
</file>
<file path="/design/flow/design.v">
module register_file(clk,A1,A2,A3,WD3,RD1,RD2,rst,WE);
input clk,rst,WE;
input[4:0] A1,A2,A3;
input[31:0] WD3;
output[31:0] RD1,RD2;
reg[31:0] reg_file[0:31];
integer i;
always @(negedge clk or posedge rst) begin
	if (rst) begin
		reg_file[0]<=0;
	end
	else if (WE) reg_file[A3]<=WD3;
end
assign RD1 = reg_file[A1];
assign RD2 = reg_file[A2];
endmodule
</file>
==> results.rst <==
Physical design figures
=======================

.. list-table::
   :header-rows: 1

   * - Metric
     - Value
   * - Outcome
     - completed
   * - Type of element capturing the critical path
     - primary output
   * - Fill cell count
     - 13.36k
   * - Sink Count
     - 1,024
   * - Total area of multi-input combinational cells
     - 13,670 sq um
   * - Register bit total from synthesis
     - 1,024
   * - Row count
     - 140
   * - Buffer depth of the longest clock path
     - 3
   * - Total GRT Usage
     - 0.3696
   * - Largest register by flop count
     - reg_file
   * - Post-route worst hold slack
     - 0.4859 ns
   * - Met2 layer usage reported by global route
     - 0.4897
   * - Deepest level of the CTS H-tree
     - 3
   * - Clock edge transition at the registers on the reported setup and hold paths
     - 0.04 ns
   * - Global-route wire length before repair
     - 350,900 um
   * - Post-Synth Adder-Cell Area
     - 0
   * - Fraction of met3 tracks used by global routing
     - 0.3224
   * - Worst hold-check path type
     - reg -> reg
   * - Core utilization before placement
     - 0.3034
   * - Worst path setup slack after routing
     - 0.03005 ns
   * - Top_reg_cell synth
     - sky130_fd_sc_hd__edfxtp_1
   * - DR DRC count
     - 0
   * - Worst slack after detailed placement
     - 0.3182 ns
   * - Top library cells by usage in the layout, fill and taps aside
     - 1,012 x sky130_fd_sc_hd__inv_1, 992 x sky130_fd_sc_hd__edfxtp_1, 758 x sky130_fd_sc_hd__a22oi_1
   * - Relative slew margins
     - 0.1787
   * - Clock network latency to the later pin of the worst-skew pair
     - 0.67 ns
   * - Storage cell area
     - 30,590 sq um
   * - CTS Root Buffer Type
     - sky130_fd_sc_hd__clkbuf_16
   * - Gp weighted congestion
     - 1.027
   * - Horizontal die dimension
     - 386.6 um
   * - Share of final-layout standard cells stronger than drive strength 1
     - 0.1544
   * - Setup-violating endpoint count in the final report
     - 0
   * - Sw Ratio
     - 0.2938
   * - Simple-gate area share of the yosys netlist
     - 0.08541
   * - Proportion of power drawn by combinational gates
     - 0.066
   * - Vertical die dimension
     - 386.6 um
   * - Part of the power in registers
     - 0.409
   * - Xor+xnor area frac
     - 0
   * - Static power due to leakage
     - 23.22 nW
   * - Post-Syn Area per Cell
     - 13.87 sq um
   * - Number of violations of the max-capacitance limit
     - 0
   * - Busiest grt layer
     - met2
   * - RSZ-0062 raised after global routing
     - no
   * - Number of hold violations in the final report
     - 0
   * - Share of async-settable or async-resettable flops after synthesis
     - 0.03125
   * - DRT Pass-1 Iters
     - 9
   * - Syn. warnings
     - 2
   * - Total vias in the final route
     - 40.84k
   * - Met1 Track Usage GR
     - 0.3836
   * - Power Internal
     - 8.980 mW
   * - Utilization after layout
     - 0.4028
   * - Chip Area, Yosys
     - 44,370 sq um
   * - Routed length per instance
     - 40.51 um
   * - Crit path required time
     - 7.44 ns
   * - Detailed-placement wirelength estimate
     - 160,200 um
   * - Buffers on Ports
     - 113
   * - Tool warnings
     - 1,018
   * - Number of standard cells after synthesis
     - 3,200
   * - Via count of the first global-routing pass
     - 43.14k
   * - Number of antenna violations at the first check in global routing
     - 15
   * - R2R Setup Slk
     - 8.44 ns
   * - Synthesized cell area
     - 44,370 sq um
   * - Core area
     - 146,300 sq um
   * - Cell Pwr Density
     - 215.8 nW/um^2
   * - Synth-to-layout area growth
     - 32.78%
   * - Number of clock buffers inserted by TritonCTS
     - 118
   * - Flip-flop count of the largest register after layout
     - 1,024
   * - Violation count after the first detailed-routing iteration
     - 4,844
   * - Synth Seq Share
     - 0.6894
   * - Final Non-Filler Cells
     - 6,518
   * - Arrival @ worst endpoint
     - 7.41 ns
   * - Number of distinct library cells after synthesis
     - 68
   * - CTS tree
     - yes
   * - Share of power burned in the clock network
     - 0.525
   * - Remaining Overflow, GRT
     - 0
   * - Detailed Route WL
     - 264,100 um
   * - I/O pins
     - 114
   * - Die area
     - 149,500 sq um
   * - Drt via density
     - 6.266
   * - Largest regs
     - reg_file x1024
   * - Net switching power
     - 3.735 mW
   * - Least-Margin Pin Slew
     - 1.229 ns
   * - Most common logic cell in the routed design
     - sky130_fd_sc_hd__inv_1
   * - Top non-seq family
     - AND-OR/OR-AND gates
   * - Post-route clock skew
     - 0 ns
   * - Ao+oa area frac
     - 0.1812
   * - Category of the worst setup path launch point
     - register
   * - Area fraction in mux cells
     - 0.01929
   * - Count of antenna-violating nets left after detailed routing
     - 0
   * - Number of max-slew violations in the final report
     - 0
   * - Pin count of the biggest net entering global routing
     - 34
   * - Peak supply drop
     - 0.1900 mV
   * - Largest fanout of any net on the critical path
     - 2
   * - Cell Count Post-Placement
     - 5,289
   * - Power after layout
     - 12.71 mW
   * - Crit Path Category
     - reg -> out
   * - Count of library flops with an enable pin
     - 992
   * - Yosys cell count
     - 3,200
-- synthesized netlist by cell type, drive strengths merged (8+ instances only) --
cell / number / area, sq um
and4: 10 / 87.58
mux2i: 27 / 270.3
a31oi: 12 / 75.07
a21oi: 80 / 400.4
nor3: 57 / 285.3
nor2b: 24 / 150.1
a22o: 46 / 402.9
and3: 9 / 56.30
nand4: 102 / 638.1
nand3b: 14 / 105.1
nand2: 230 / 863.3
inv: 8 / 30.03
a222oi: 22 / 220.2
buf: 128 / 640.6
a211oi: 10 / 75.07
nand3: 56 / 280.3
a32oi: 24 / 210.2
o21ai: 15 / 78.83
nor2: 186 / 708.2
dfrtn: 32 / 800.8
mux2: 52 / 585.6
or3: 12 / 80.08
a2111oi: 13 / 113.9
o22a: 12 / 105.1
and2: 8 / 50.05
clkbuf: 113 / 425.4
a221oi: 28 / 245.2
edfxtp: 992 / 29790
a22oi: 760 / 5705
nor4: 32 / 200.2
nand2b: 15 / 93.84
-- stage by stage --
stage	TNS, ns	instance area [sq um]
floorplan	-71.52	44380
global placement	0	50700
detailed placement	0	50700
CTS	0	58700
global route	0	58900
finish	0	58920
-- power by group through the flow --
stage	sequential (mW)	combinational (mW)	clock, mW
6_report	5.20	0.838	6.67
5_1_grt	5.20	0.851	7.27
4_1_cts	5.20	0.799	6.75
-- final cells by class --
| type | count | share of cell area |
|---|---|---|
| clock inverter | 1073 | 0.07853 |
| timing repair buffer | 420 | 0.07342 |
| clock buffer | 141 | 0.05530 |
| inverter | 7 | 0.0004460 |
| multi-input combinational | 1927 | 0.2320 |
| sequential | 1024 | 0.5192 |
| antenna | 9 | 0.0003823 |
| tap | 1917 | 0.04071 |
-- routing by layer --
| metal | wire [um] | share of wire |
|---|---|---|
| met5 | 371 | 0.0014 |
| met4 | 20700 | 0.078 |
| met3 | 53260 | 0.20 |
| met2 | 108500 | 0.41 |
| met1 | 81250 | 0.31 |
-- path summary, 6_finish.rpt --
path | endpoint | depth (start not counted) | startpoint
hold reg to reg | reg_file[0][19] | 1 | reg_file[0][19]
setup / recovery | RD2[21] | 7 | reg_file[18][21]
hold / removal | reg_file[0][19] | 1 | reg_file[0][19]
max in group asynchronous | reg_file[0][29] | 4 | rst
setup reg to reg | reg_file[0][20] | 1 | reg_file[0][20]
min in group asynchronous | reg_file[0][9] | 3 | rst
-- critical path: stages, from the launching register on --
cell                              delay, ns
sky130_fd_sc_hd__edfxtp_1              0.41
sky130_fd_sc_hd__a22oi_1               0.21
sky130_fd_sc_hd__o32ai_1               0.18
sky130_fd_sc_hd__a221o_1               0.32
sky130_fd_sc_hd__nor3_2                0.21
sky130_fd_sc_hd__a21oi_1               0.11
sky130_fd_sc_hd__buf_4                 0.17
sky130_fd_sc_hd__clkdlybuf4s50_1       0.41
-- timing repair --
| action | CTS | global route |
|---|---|---|
| buffers inserted | 3 | 4 |
| hold buffers | 0 | 0 |
| pin swaps | 14 | 17 |
| gates resized | 27 | 32 |
| endpoints found under the setup margin | 14 | 22 |
-- kinds of logic (layout without fill, tap and decap cells) --
| kind of cell | after synthesis | count (layout) |
|---|---|---|
| AND/OR/NAND/NOR | 779 | 779 |
| AND-OR/OR-AND | 1069 | 1069 |
| other | 0 | 9 |
| flip-flops | 1024 | 1024 |
| multiplexers | 79 | 79 |
| buffers and inverters | 249 | 1641 |
Power is estimated from default activity; no workload was simulated.
