--- design/flow/run.sh ---
#!/bin/bash
# OpenROAD 26Q1-2900-gdf79404cd8, Yosys 0.63+post, stock flow scripts
make -C /OpenROAD-flow-scripts/flow DESIGN_CONFIG=/design/flow/config.mk WORK_HOME=/design/flow/orfs finish
--- design/flow/config.mk ---
export PLATFORM = sky130hd
export DESIGN_NAME = alu
export DESIGN_NICKNAME = alu
export VERILOG_FILES = /design/flow/design.v
export SDC_FILE = /design/flow/constraint.sdc
export NUM_CORES = 4
export LEC_CHECK = 1
export CORE_UTILIZATION = 40
--- design/flow/constraint.sdc ---
current_design alu

set clk_period 19.3
set clk_io_pct 0.2

create_clock -name clk0 -period $clk_period

set non_clock_inputs [all_inputs -no_clocks]
set_input_delay [expr $clk_period * $clk_io_pct] -clock clk0 $non_clock_inputs
set_output_delay [expr $clk_period * $clk_io_pct] -clock clk0 [all_outputs]
--- design/flow/design.v ---
module alu(SrcA,SrcB,ALUResult,zero,ALUControl);
input[31:0] SrcA,SrcB;
input[3:0] ALUControl;
output zero;
output reg[31:0] ALUResult;
always @(*) begin
	case(ALUControl)
	0: ALUResult = SrcA+SrcB;
	1: ALUResult = SrcA-SrcB;
	2: ALUResult = SrcA&SrcB;
	3: ALUResult = SrcA|SrcB;
	4: ALUResult = SrcA<<SrcB[4:0];
	5: ALUResult = ($signed(SrcA)<$signed(SrcB));
	6: ALUResult = SrcA>>SrcB[4:0];
	7: ALUResult = SrcA>>>SrcB[4:0];
	8: ALUResult = SrcA^SrcB;
    9: ALUResult = (SrcB<SrcA)?1:0;
    default: ALUResult = 0;
    endcase
end
assign zero = ((SrcA-SrcB)==0)?1:0;
endmodule
==> reports/metrics.json <==
{
  "worst_slew_margin_rel_pct": 46.4,
  "detailroute.wirelength.met2_mm": 17.8,
  "worstPathRequired_ns": 15.44,
  "critPathArrivalTime_ns": 9.12,
  "final.period_utilization_pct": 67.2,
  "finish.instance_area_sq_um": 9470,
  "route.met3.wl_mm": 4.85,
  "vdd.ir_drop.worst_mv": 0.0132,
  "fmax_ghz": 0.0771,
  "gpl.final_weighted_congestion": 1.07,
  "portBuffers": 101,
  "detail_route.drc_violations": 0,
  "yosys_warnings": 1,
  "critPathKind": "in -> out",
  "detail_route.wl_per_cell_um": 26.8,
  "seq_area_sq_um": 0,
  "grt_first_pass_wirelength_mm": 63.4,
  "grt_start_max_net_pins": 83,
  "setup_violations": 0,
  "netlist_top_cells_area": "sky130_fd_sc_hd__ha_1 15%, sky130_fd_sc_hd__o21ai_0 9.0%, sky130_fd_sc_hd__mux2i_1 8.9%, sky130_fd_sc_hd__a21oi_1 7.4%, sky130_fd_sc_hd__nor2_1 5.7%",
  "detailroute.via_count": 10500,
  "synthMostInstantiatedCell": "sky130_fd_sc_hd__o21ai_0",
  "ys_top_cells_by_count": "149 x sky130_fd_sc_hd__o21ai_0, 126 x sky130_fd_sc_hd__nor2_1, 123 x sky130_fd_sc_hd__a21oi_1, 113 x sky130_fd_sc_hd__nand2_1, 97 x sky130_fd_sc_hd__ha_1",
  "first_iter_violations": 1190,
  "timing.final.max_slew_violations": 0,
  "power_density_nw_per_um2": 33.4,
  "io-pin-count": 101,
  "n_clock_buffer": 0,
  "post-route-worst-setup-slack_ns": 6.32,
  "yosysSeqAreaShare_pct": 0,
  "totalWireLength_mm": 43.1,
  "worst-slew-pin-transition_ns": 0.804,
  "layout-drive-gt1-share_pct": 5.01,
  "yosysChipArea_sq_um": 8310,
  "cp-start-kind": "input pin",
  "synthesis.instances": 1305,
  "num_rows": 52,
  "max-cap-violations": 0,
  "die_w_um": 146,
  "result_of_the_run": "complete, no violations",
  "final_period_minus_worst_setup_slack_ns": 12.98,
  "syn_avg_cell_area_sq_um": 6.37,
  "final-instance-count-excl-fill": 1608,
  "post_cts_resized": 0,
  "synth_top_cell_by_area": "sky130_fd_sc_hd__ha_1",
  "post_cts.repair.setup_buffers": 0,
  "cts-hold-fix-buffers": 0,
  "min-delay-path-class": "in -> out",
  "die-area_sq_um": 21400,
  "core_footprint_sq_um": 20300,
  "number_of_antenna_violations_at_the_first_check_in_global_routing": 0,
  "final_util_pct": 46.6,
  "maxUsedRoutingLayer": "met4",
  "power_leakage_nw": 4.06,
  "initial_core_util_pct": 40.9,
  "viasPerCell": 6.52,
  "hold_ws_ns": 8.83,
  "first_global_vias": 9691,
  "log.warning_count": 97,
  "end_of_the_worst_hold_path": "ALUResult[1]",
  "place_inst": 1608,
  "dpl_cell_area_sq_um": 9470,
  "routedLengthMet1_mm": 19.3,
  "route.antenna.remaining_nets": 0,
  "area_delta_synth_final_pct": 14.0,
  "die_h_um": 146,
  "fin_total_pwr_mw": 0.316,
  "mappedNetlistArea_sq_um": 8310,
  "hold_path.startpoint": "SrcB[3]",
  "worst_setup_path_end_kind": "output port",
  "synth-cells-yosys": 1305,
  "pre_cts_slack_ns": 6.41,
  "seq_cells": 0,
  "grt_use_total_pct": 40.2,
  "dp_hpwl_mm": 35.3,
  "rsz0062_at_grt": "no",
  "yosys.cell_types.count": 78,
  "top_area_share_pct": 14.6,
  "whs_path_depth": 5,
  "timing.final.hold_violations": 0,
  "worst-path-max-fanout": 50,
  "antenna_cells": 0,
  "first_pass_iters": 6,
  "grt_remaining_overflow": 0,
  "fin_setup_tns_ns": 0
}
cells in the final DEF (no fill, tap or decap), types with 26 or more instances in the layout:
cell type and count:
sky130_fd_sc_hd__nor2_1 126, sky130_fd_sc_hd__o21ai_0 149, sky130_fd_sc_hd__buf_4 26, sky130_fd_sc_hd__ha_1 97
sky130_fd_sc_hd__clkdlybuf4s50_1 97, sky130_fd_sc_hd__mux2i_1 74, sky130_fd_sc_hd__xnor2_1 32, sky130_fd_sc_hd__nand3_1 27
sky130_fd_sc_hd__inv_1 95, sky130_fd_sc_hd__a21oi_1 123, sky130_fd_sc_hd__nand2_1 113
layout make-up:
class                           count  area (sq um)
Fill cell                        2216         10800
Tap cell                          270           338
Inverter                           99           372
Timing Repair Buffer              127          1190
Multi-Input combinational cell   1112          7570
metal layers:
metal | GRT usage, % | up-vias
met5 | 0 | -
met2 | 57.3 | 632
met3 | 11.5 | 76
met4 | 8.65 | 0
li1 | - | 4872
met1 | 59.6 | 4910
cells by family (layout without fill, tap and decap cells):
kind of cell,after synthesis,after routing,share of synthesized area [%]
AOI/OAI and AO/OA,505,505,39.3
xor gates and xnor gates,41,41,4.32
muxes,88,88,11.2
and+or+nand+nor,379,379,21.1
buffers and inverters,193,226,8.99
adders and majority gates,99,99,15.1
critical path, cell delays in order:
cell and delay, ns:
sky130_fd_sc_hd__buf_2 0.08, sky130_fd_sc_hd__buf_4 0.49, sky130_fd_sc_hd__ha_1 0.28, sky130_fd_sc_hd__inv_1 0.06, sky130_fd_sc_hd__fa_1 0.42, sky130_fd_sc_hd__nor2b_1 0.18
sky130_fd_sc_hd__o311a_2 0.38, sky130_fd_sc_hd__or3_2 0.51, sky130_fd_sc_hd__a21o_4 0.24, sky130_fd_sc_hd__mux2i_1 0.11, sky130_fd_sc_hd__or4_1 0.46, sky130_fd_sc_hd__or4_1 0.54
sky130_fd_sc_hd__nor4_1 0.57, sky130_fd_sc_hd__and4_1 0.28, sky130_fd_sc_hd__and4_1 0.19, sky130_fd_sc_hd__clkdlybuf4s50_1 0.45
where the power goes:
group / leakage, nW / switching (mW) / internal [mW] / total [mW]
registers: 0 / 0 / 0 / 0
logic: 4.06 / 0.200 / 0.116 / 0.316
clock network: 0 / 0 / 0 / 0
worst max path at each step:
stage | end | cells past startpoint | slack (ns) | start
global route | zero | 16 | 6.26 | SrcB[0]
CTS | zero | 16 | 6.39 | SrcB[0]
finish | zero | 16 | 6.32 | SrcB[0]
No activity file was given, so power comes from the tool's default toggle rates.
